==> /design/flow/design.v <==
module ks_vandana_fp_div_1(a1,b1,c,clk);
  input bit [31:0]a1;
  input bit [31:0]b1;
  input bit clk;
  output bit [31:0]c;
  bit [31:0]a;
  bit [31:0]b;
  bit sa;
  bit sb;
  bit sc;
  bit [7:0]ea;
  bit [7:0]eb;
  bit [7:0]ec;
  bit [23:0]ma;
  bit [23:0]mb;
 bit [23:0]mc;
  bit [49:0]rq;
  always@(posedge clk)
  begin
  a<=a1;
  b<=b1;
  c[31]<=sc;
  c[30:23]<=ec;
  c[22:0]<=mc[22:0];
  end
  always_comb
    begin
    sa = a[31];
	sb = b[31];
	sc = sa ^ sb;
	ea = a[30:23];
	eb = b[30:23];
	ec = ea - eb + 8'b01111111;
	ma = 24'b0 + a[22:0];
	mb = 24'b0 + b[22:0];
	mc = 24'b0;
	rq = 50'b0;
    ma[23]=1;
    mb[23]=1;
    rq[46:23] = ma[23:0];
    for(int t=0;t<24;t++)
        begin
			rq=rq<<1;
			rq[49]=0;
			rq[49:24] = rq[49:24] - mb[23:0];
			if(rq[49]==1)
				begin
					rq[49:24] = rq[49:24] + mb[23:0];
				end
			else
				begin
					rq[0] = 1;
				end
        end
    mc=rq[23:0];
    for(int l=0;l<25;l=l+1)
		begin
		if(~mc[23])
			begin
			if(mc!=0)
				begin
					mc=mc<<1;
					ec=ec-1;
					if(mc[23])
					begin
						break;
					end
				end
			else
				mc=mc;
			end
        end
        end
endmodule
==> /design/flow/run.sh <==
#!/bin/bash
# OpenROAD 26Q1-2900-gdf79404cd8, Yosys 0.63+post, stock flow scripts
make -C /OpenROAD-flow-scripts/flow DESIGN_CONFIG=/design/flow/config.mk WORK_HOME=/design/flow/orfs finish
==> /design/flow/config.mk <==
export PLATFORM = sky130hd
export DESIGN_NAME = ks_vandana_fp_div_1
export DESIGN_NICKNAME = ks_vandana_fp_div_1
export VERILOG_FILES = /design/flow/design.v
export SDC_FILE = /design/flow/constraint.sdc
export NUM_CORES = 4
export LEC_CHECK = 1
export CORE_UTILIZATION = 50
export SYNTH_HDL_FRONTEND = slang
==> /design/flow/constraint.sdc <==
current_design ks_vandana_fp_div_1

set clk_period 175.6
set clk_io_pct 0.2

create_clock -name clk0 -period $clk_period [get_ports {clk}]

set non_clock_inputs [all_inputs -no_clocks]
set_input_delay [expr $clk_period * $clk_io_pct] -clock clk0 $non_clock_inputs
set_output_delay [expr $clk_period * $clk_io_pct] -clock clk0 [all_outputs]
==> impl_metrics.toml <==
# implementation run metrics
[logic_synthesis]
numSynthFlops = 96
synth_cell_types = 121
ys_cells = 8763
ff_type = "dfxtp_1"
edf_count = 0
synth_seq_share = 0.03174
yosys_warnings = 0
syn_avg_cell_area_um2 = 6.909
synthArstFlopShare = 0
syn_area_um2 = 60550
synthCells = 8763
synth_top_area_share = 0.2246
ys_area_um2 = 60550
synthTopCellsByArea = "ha_1 22%, xnor2_1 9.0%, a21oi_1 7.4%"
largest_area_cell = "ha_1"

[cells_and_area]
drive_gt1_frac = 0.04614
fillCellCount = 11660
comb_area_um2 = 55840
syn2layout_area_growth_pct = 6.714
seq_area_um2 = 1932

[final_timing]
final.setup_skew_ns = 0.03729
rsz0062_at_grt = "false"
fin_setup_tns_ns = 0
finalClockPeriodUsage = 0.7330
worst_slack_ns = 46.88
max_freq_ghz = 0.007769
hold-worst-slack_ns = 0.4253
finalHoldViolations = 0
period_minus_slack_ns = 128.72
tightest_slew_ns = 1.171
setup_violations = 0
maxSlewViolCount = 0
relSlewSlack = 0.1991

[place]
gp_congestion = 1.093
io_buffers = 96
dp_slack_ns = 48.09
dp_hpwl_um = 176100

[cts]
clockBufferDepth = 2
cts_made_buffers = 9
clk_latency_ns = 0.41
clockRootBuffer = "clkbuf_16"
ctsHoldBuffers = 0
cts_setup_buffers = 0
clk_pin_slew_ns = 0.10
cts_tree = "built"
clock-sinks = 96
ctsResizeCount = 0
h-tree-depth = 3

[detailed_routing]
drt_iter0_markers = 4547
first_pass_iters = 6
vias = 63040
drc = 0
postRouteAntennaNets = 0
wire_per_inst_um = 20.98
avgViaCountPerCell = 6.014
drt-total-wl_um = 219900

[global_routing]
antenna_found_initial = 18
grt_usage = 0.3595
overflow = 0
grt_pass1_vias = 58670
grt_max_degree = 63
grt_pass1_wl_um = 335200

[outcome]
status = "complete, no violations"

[worst_setup_path]
endpoint_kind = "flop"
cp.required_ns = 175.92
crit_slowest_cell = "o41ai_1"
crit_path_max_fanout = 56
slowest_delay_ns = 0.83
arrival_ns = 129.04
path_class = "reg -> reg"
cp-start-kind = "flop"
cp_common_cell = "o21ai_0"

[run]
warnings = 42
drv_cap = 0

[floorplanning]
rows = 127
die_h_um = 350.0
die_area_um2 = 122500
io_pins = 97
coreArea_um2 = 120000
die_w_um = 350.0
initial_utilization = 0.5047

[hold_path]
hold_path_class = "reg -> reg"
==> logic make-up (layout without fill, tap and decap cells) <==
group           count (synthesis)  in the layout  share of synthesized area
flops                          96             96                    0.03174
fa+ha+maj                    1113           1113                     0.2331
buf+inv                       763            865                    0.04788
xor+xnor                      954            954                     0.1398
simple gates                 2596           2596                     0.1979
compound gates               3089           3089                     0.3228
mux                           152            152                    0.02686
other cells                     0              5                          0
==> registers in the layout, summed over array words and instances, names as in the netlist <==
name,flops
b,32
c,32
a,32
==> critical path, delay by kind of cell (launching register included) <==
family,cells,cell delay (ns)
compound gates,395,78.54
simple gates,138,21.15
fa+ha+maj,48,14.93
buf+inv,33,8.00
mux,16,3.59
xor+xnor,7,1.33
flops,1,0.50
==> final cells by class <==
class                      instances  share of cell area
multi-input combinational       7904              0.8642
inverter                         569             0.03306
antenna                            5           0.0001936
clock inverter                     7            0.001336
timing repair buffer             280             0.03664
tap                             1612             0.03122
sequential                        96             0.02990
clock buffer                       9            0.003486
==> metal layers <==
metal / vias to the layer above / wire length [µm] / GRT usage
met1: 28860 / 97060 / 0.4726
met3: 463 / 14870 / 0.06166
li1: 31950 / - / -
met5: - / 118 / 0
met2: 1757 / 96550 / 0.5808
met4: 18 / 11270 / 0.1494
==> cell usage after synthesis (all sizes together), types with 15 or more instances <==
master and number:
ha 1087, a21oi 902, nand2 840, nor2 805
o21ai 761, xnor2 629, inv 569, xor2 325
a21o 319, o21bai 284, nor3 173, o21a 160
clkbuf 145, nand3 134, nand2b 124, a21boi 119
nor2b 109, dfxtp 96, mux2 78, mux2i 74
and3 71, or3 68, a211oi 65, a31oi 64
o31ai 64, and2 63, o211ai 60, nand4 55
buf 49, or2 40, nor4 35, fa 25
a211o 22, a2111oi 21, o22ai 21, o31a 15
==> worst paths after layout <==
path | startpoint | end | slack, ns | cells past startpoint
worst min register to register | a[31]$_DFF_P_ | c[31]$_DFF_P_ | 0.43 | 1
worst min-delay path | a[31]$_DFF_P_ | c[31]$_DFF_P_ | 0.43 | 1
worst max-delay path | b[0]$_DFF_P_ | c[30]$_DFF_P_ | 46.88 | 637
worst max register to register | b[0]$_DFF_P_ | c[30]$_DFF_P_ | 46.88 | 637
==> placed cells by master, fill, tap and decap left out, types with 132 or more instances in the layout <==
cell,netlist,layout
ha_1,1087,1087
a21oi_1,899,899
nand2_1,839,839
nor2_1,803,799
o21ai_0,727,726
xnor2_1,623,623
inv_1,568,567
xor2_1,321,321
a21o_1,319,319
o21bai_1,284,284
buf_4,2,182
nor3_1,169,165
o21a_1,160,160
nand3_1,133,132
==> stage by stage <==
step	utilization	instances	cell area, µm²
after floorplan	-	8763	60550
after CTS	0.5385	10480	64600
after detailed placement	0.5359	10460	64290
after global placement	0.5359	10460	64290
after global routing	0.5385	10480	64600
final	0.5386	10480	64610
